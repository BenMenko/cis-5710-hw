==> ./design.v <==
`timescale 1ns / 1ns
module divider_unsigned (
    input  wire [31:0] i_dividend,
    input  wire [31:0] i_divisor,
    output wire [31:0] o_remainder,
    output wire [31:0] o_quotient
);
    wire [31:0] div_array[33];
    wire [31:0] rem_array[33];
    wire [31:0] quo_array[33];
    assign div_array[0] = i_dividend;
    assign rem_array[0] = 32'b0;
    assign quo_array[0] = 32'b0;
    genvar i;
    generate
        for (i = 0; i < 32; i = i + 1) begin
            divu_1iter intermediate_divider(
                .i_dividend(div_array[i]), 
                .i_divisor(i_divisor), 
                .i_remainder(rem_array[i]), 
                .i_quotient(quo_array[i]), 
                .o_dividend(div_array[i+1]), 
                .o_remainder(rem_array[i+1]), 
                .o_quotient(quo_array[i+1])
                );
        end
    endgenerate
    assign o_quotient = quo_array[32];
    assign o_remainder = rem_array[32];
endmodule
module divu_1iter (
    input  wire [31:0] i_dividend,
    input  wire [31:0] i_divisor,
    input  wire [31:0] i_remainder,
    input  wire [31:0] i_quotient,
    output wire [31:0] o_dividend,
    output wire [31:0] o_remainder,
    output wire [31:0] o_quotient
);
    logic [31:0] quo, rem, div;
    always_comb begin
        rem = ((i_remainder << 1) | ((i_dividend >> 31) & 32'b1));
        if (rem < i_divisor) begin
            quo = i_quotient << 1;
        end else begin
            quo = ((i_quotient << 1) | 32'b1);
            rem = rem - i_divisor;
        end
        div = i_dividend << 1;
    end
    assign o_quotient = quo;
    assign o_dividend = div;
    assign o_remainder = rem;
endmodule
==> ./run.sh <==
#!/bin/bash
# OpenROAD 26Q1-2900-gdf79404cd8, Yosys 0.63+post, stock flow scripts
make -C /OpenROAD-flow-scripts/flow DESIGN_CONFIG=/design/flow/config.mk WORK_HOME=/design/flow/orfs finish
==> ./config.mk <==
export PLATFORM = sky130hd
export DESIGN_NAME = divider_unsigned
export DESIGN_NICKNAME = divider_unsigned
export VERILOG_FILES = /design/flow/design.v
export SDC_FILE = /design/flow/constraint.sdc
export NUM_CORES = 4
export LEC_CHECK = 1
export CORE_UTILIZATION = 40
==> ./constraint.sdc <==
current_design divider_unsigned

set clk_period 277.1
set clk_io_pct 0.2

create_clock -name clk0 -period $clk_period

set non_clock_inputs [all_inputs -no_clocks]
set_input_delay [expr $clk_period * $clk_io_pct] -clock clk0 $non_clock_inputs
set_output_delay [expr $clk_period * $clk_io_pct] -clock clk0 [all_outputs]
==> impl_metrics.csv <==
group,metric,value,unit
yosys,ys_types,120,
drt,dr_total_vias,72940,
clock_network,post_cts_buffers,0,
grt,grt_max_degree,58,
yosys,mux_area_share,3.036,%
drt,viasPerCell,6.421,
place,dp_slack,58.36,ns
setup_path,cp.arrival,166.57,ns
layout,finalInstanceArea,0.06626,sq mm
drt,wl,297.5,mm
floorplan,core_area,0.1528,sq mm
floorplan,die_area,0.1563,sq mm
drt,drc,0,
yosys,yosysSeqAreaShare,0,%
power,internal_power,0.2931,W
floorplan,initial_utilization,40.49,%
min_path,hold_class,"input pin to primary output",
clock_network,hold_buffers,0,
timing,hold_violations,0,
layout,fill_cells,15990,
yosys,synth-adder-area-share,21.10,%
power,power.switching,0.4405,W
layout,combGateArea,0.05933,sq mm
yosys,synth.cell_area,0.06187,sq mm
layout,drive_above_1_share,5.865,%
setup_path,required,221.68,ns
drt,drt_iter0_drc,6682,
timing,tns,0,ns
timing,slew_headroom,4.703,%
layout,flops,0,
floorplan,ios,128,
setup_path,crit_type,"input pin to primary output",
yosys,ys_cells,9251,
yosys,yosys.area_share.xor_xnor,9.768,%
timing,worstMarginPinSlew,1.421,ns
timing,setup_viol,0,
yosys,yosysTopAreaCellShare,20.10,%
status,status,"completed",
timing,rsz0062_at_grt,"no",
setup_path,slowest_delay,1.23,ns
timing,fin_crit_sh,80.11,%
grt,grt_use_total,37.10,%
yosys,yosysTopAreaCell,"ha_1",
power,netSwitchingFraction,60.05,%
place,io_buffers,128,
layout,area_delta_synth_final,7.094,%
place,dp_hpwl,240.5,mm
setup_path,cp_common_cell,"buf_4",
floorplan,std_cell_rows,143,
setup_path,end_kind,"primary output",
drt,firstDrtPassIters,8,
job,warnings,32,
floorplan,die_w,395.3,um
yosys,ys_chip_area,0.06187,sq mm
place,dpl_cell_area,0.06625,sq mm
timing,final_max_slew_viol_count,0,
grt,antenna_found_initial,10,
layout,regArea,0,sq um
drt,antenna_left,0,
grt,grt_pass1_vias,66630,
drt,wire_per_inst,26.19,um
timing,fmax,4.505,MHz
power,power.leakage,30.33,nW
yosys,synth.area.top_cells,"ha_1, a21oi_1, xnor2_1",
floorplan,die_y,395.3,um
setup_path,endpoint,"o_remainder[27]",
yosys,syn_inst,9251,
setup_path,start_kind,"input pin",
yosys,synth_warnings,2,
timing,period_needed,221.99,ns
layout,clkbuf_count,0,
job,drv_cap,0,
grt,grt_overflow,0,
setup_path,critPathLaunch,"i_dividend[31]",
yosys,syn_area_per_cell,6.688,sq um
power,power_density,11070,mW/mm^2
setup_path,slowest_stage,"a222oi_1",
clock_network,postCtsResizedCells,0,
timing,fin_ws,55.11,ns
power,peakVddDrop,0.009187,V
place,place.gp.congestion,1.082,
grt,grt_pass1_wl,433.7,mm
yosys,top_logic_kind,"AND-OR/OR-AND gates",
yosys,yosys.area_share.simple,24.05,%
setup_path,critPathMaxFanout,57,
yosys,aoi_share,37.71,%
==> per-stage QoR <==
stage / util, % / total power, W / instances / hold WS (ns)
2_1_floorplan: - / 0.8901 / 9265 / 110.92
5_1_grt: 43.36 / 0.7709 / 11360 / 111.86
6_report: 43.36 / 0.7336 / 11360 / 111.81
4_1_cts: 43.36 / 0.7481 / 11360 / 111.82
3_5_place_dp: 43.36 / 0.7472 / 11360 / 111.81
3_3_place_gp: 43.36 / 0.7468 / 11360 / 111.82
==> power groups by stage <==
| stage | clock network (W) | logic (W) | registers, W |
|---|---|---|---|
| 4_1_cts | 0 | 0.748 | 0 |
| 5_1_grt | 0 | 0.771 | 0 |
==> logic make-up after synthesis <==
| group | count (synthesis) |
|---|---|
| compound gates | 3470 |
| xor+xnor | 690 |
| fa+ha+maj | 1025 |
| buf+inv | 695 |
| mux | 176 |
| other cells | 1 |
| simple gates | 3194 |
==> how the worst min path moves through the flow <==
stage	depth (start not counted)	start	to	slack (ns)
after global routing	4	i_dividend[0]	o_remainder[0]	111.86
after CTS	4	i_dividend[0]	o_remainder[0]	111.82
final	4	i_dividend[0]	o_remainder[0]	111.81
==> worst max-delay path, delay by kind of cell <==
| kind | cells | cell delay [ns] |
|---|---|---|
| buffers and inverters | 73 | 21.49 |
| AND/OR/NAND/NOR | 94 | 22.95 |
| XOR/XNOR | 2 | 0.43 |
| AND-OR/OR-AND | 174 | 52.44 |
| adder cells (fa/ha/maj) | 33 | 11.10 |
| multiplexers | 4 | 1.98 |
==> final cells by class <==
type	instances	area share, %
Timing Repair Buffer	310	4.079
Antenna cell	4	0.01511
Inverter	446	2.527
Tap cell	2030	3.833
Multi-Input combinational cell	8570	89.55
==> per-layer routing <==
layer  share of wire [%]  vias up  global-route usage, %
li1                    -    34790                      -
met2                  42     3244                  56.05
met5              0.0034        -                      0
met4                 5.7        2                  17.30
met3                 8.3      698                  5.607
met1                  43    34210                  51.70
==> placed cells by master, fill, tap and decap left out, types with 239 or more instances in the layout <==
master	synthesis	routed
a21o_1	381	381
xnor2_1	451	451
nor2_1	888	883
nor3_1	239	239
o21ai_0	662	661
o21a_1	278	278
ha_1	994	994
nand2_1	1042	1042
xor2_1	239	239
a21oi_1	834	832
inv_1	424	392
==> synthesized netlist by cell type, drive strengths merged, types with 151 or more instances <==
cell type  instances
xor2             239
clkbuf           162
inv              440
nor2             895
nand3            204
o21a             279
nand2           1044
nand2b           151
nor3             245
a21o             381
ha               994
o21ai            693
a31oi            163
a21oi            842
xnor2            451
Power and IR drop assume default switching activity.
