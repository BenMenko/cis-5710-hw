`/design/flow/config.mk`:
```
export PLATFORM = sky130hd
export DESIGN_NAME = cla
export DESIGN_NICKNAME = cla
export VERILOG_FILES = /design/flow/design.v
export SDC_FILE = /design/flow/constraint.sdc
export NUM_CORES = 4
export LEC_CHECK = 1
export CORE_AREA = 10 10 103 103
export DIE_AREA = 0 0 113 113
```
`/design/flow/constraint.sdc`:
```
current_design cla

set clk_period 9.1
set clk_io_pct 0.2

create_clock -name clk0 -period $clk_period

set non_clock_inputs [all_inputs -no_clocks]
set_input_delay [expr $clk_period * $clk_io_pct] -clock clk0 $non_clock_inputs
set_output_delay [expr $clk_period * $clk_io_pct] -clock clk0 [all_outputs]
```
`/design/flow/design.v`:
```
`timescale 1ns / 1ps
module gp1(input wire a, b,
           output wire g, p);
   assign g = a & b;
   assign p = a | b;
endmodule
module gp4(input wire [3:0] gin, pin,
           input wire cin,
           output wire gout, pout,
           output wire [2:0] cout);
   logic c1, c2, c3, p_out, g_out;
   always_comb begin
      c1 = (gin[0] | (pin[0] & cin));
      c2 = (gin[1] | (pin[1] & c1));
      c3 = (gin[2] | (pin[2] & c2));
      p_out = (pin[0] & pin[1] & pin[2] & pin[3]);
      g_out = (gin[0] & pin[1] & pin[2] & pin[3]) | (pin[3] & gin[1] & pin[2]) | (gin[2] & pin[3]) | gin[3];
   end
   assign gout = g_out;
   assign pout = p_out;
   assign cout[2] = c3;
   assign cout[1] = c2;
   assign cout[0] = c1;
endmodule
module gp8(input wire [7:0] gin, pin,
           input wire cin,
           output wire gout, pout,
           output wire [6:0] cout);
   logic c1, c2, c3, c4, c5, c6, c7, g_out, p_out;
   always_comb begin
      c1 = (gin[0] | (pin[0] & cin));
      c2 = (gin[1] | (pin[1] & c1));
      c3 = (gin[2] | (pin[2] & c2));
      c4 = (gin[3] | (pin[3] & c3));
      c5 = (gin[4] | (pin[4] & c4));
      c6 = (gin[5] | (pin[5] & c5));
      c7 = (gin[6] | (pin[6] & c6));
      p_out = (pin[0] & pin[1] & pin[2] & pin[3] & pin[4] & pin[5] & pin[6] & pin[7]);
      g_out = (gin[0] & pin[1] & pin[2] & pin[3] & pin[4] & pin[5] & pin[6] & pin[7]) | (gin[1] & pin[2] & pin[3] & pin[4] & pin[5] & pin[6] & pin[7]) | (gin[2] & pin[3] & pin[4] & pin[5] & pin[6] & pin[7]) | (gin[3] & pin[4] & pin[5] & pin[6] & pin[7]) | (gin[4] & pin[5] & pin[6] & pin[7]) | (gin[5] & pin[6] & pin[7]) | (gin[6] & pin[7]) | (gin[7]);
   end
   assign cout[0] = c1;
   assign cout[1] = c2;
   assign cout[2] = c3;
   assign cout[3] = c4;
   assign cout[4] = c5;
   assign cout[5] = c6;
   assign cout[6] = c7;
   assign gout = g_out;
   assign pout = p_out;
endmodule
module cla
  (input wire [31:0]  a, b,
   input wire         cin,
   output wire [31:0] sum);
   wire [31:0] level_one_g;
   wire [31:0] level_one_p;
   genvar i;
   generate
      for (i = 0; i < 32; i = i + 1) begin
         gp1 bit1(.a(a[i]), 
                  .b(b[i]), 
                  .g(level_one_g[i]), 
                  .p(level_one_p[i]));
      end
   endgenerate
   wire g0, g1, g2, g3;
   wire p0, p1, p2, p3;
   wire [6:0] c0, c1, c2, c3;
   gp8 gp0(
      .gin(level_one_g[7:0]),
      .pin(level_one_p[7:0]),
      .cin(cin),
      .gout(g0),
      .pout(p0),
      .cout(c0)
   );
   wire cin2;
   assign cin2 = ((cin & p0) | g0);
   gp8 gp1(
      .gin(level_one_g[15:8]),
      .pin(level_one_p[15:8]),
      .cin(cin2),
      .gout(g1),
      .pout(p1),
      .cout(c1)
   );
   wire cin3;
   assign cin3 = ((cin & p0 & p1) | (g0 & p1) | g1);
   gp8 gp2(
      .gin(level_one_g[23:16]),
      .pin(level_one_p[23:16]),
      .cin(cin3), 
      .gout(g2),
      .pout(p2),
      .cout(c2)
   );
   wire cin4;
   assign cin4 = ((cin & p0 & p1 & p2) | (g0 & p1 & p2) | (g1 & p2) | g2);
   gp8 gp3(
      .gin(level_one_g[31:24]),
      .pin(level_one_p[31:24]),
      .cin(cin4),
      .gout(g3),
      .pout(p3),
      .cout(c3)
   );
   wire [31:0] c;
   assign c[0] = cin;
   assign c[7:1] = c0;
   assign c[8] = cin2;
   assign c[15:9] = c1;
   assign c[16] = cin3;
   assign c[23:17] = c2;
   assign c[24] = cin4;
   assign c[31:25] = c3;
   genvar j;
   generate
      for (j = 0; j < 32; j = j + 1) begin
         assign sum[j] = a[j] ^ b[j] ^ c[j];
      end
   endgenerate 
endmodule
```
`/design/flow/run.sh`:
```
#!/bin/bash
# OpenROAD 26Q1-2900-gdf79404cd8, Yosys 0.63+post, stock flow scripts
make -C /OpenROAD-flow-scripts/flow DESIGN_CONFIG=/design/flow/config.mk WORK_HOME=/design/flow/orfs finish
```
==> results.txt <==
impl run done, here's what came out: Top cell excl fill/tap clkdlybuf4s50_1, FP Core Util 0.204, share of layout cells above drive strength 1 0.0253, port bufs 97, RSZ-0062 raised after global routing false, Avg WL per Cell 11.8 µm, worst setup margin 0.339 ns, Flop Count 0, Synth Seq Share 0, iteration tally of the first detailed-router pass 3, Final Setup Violations 0, fin util 0.338, 1st-iter DRT viols 19, max-slew violations 0, Max Cap Viol 0, Simple Share, Synth 0.0701, Seq. cell area 0 µm², Worst Setup Start Kind input port, Hold Path Class in2out, Tool Warnings between 70 and 80, fin cells 382, largest net degree at the start of global routing 4, PD cells 54.0 nW/µm², Die Span X 113 µm, total grt overflow 0, Routability Congestion 0.819, Placement Setup Slack between 0.2 and 0.3 ns, CP required 7.28 ns, Arr. time, crit path 6.94 ns, Hold Violations, Final 0, CP Capture Type primary output, Reg power frac 0, Tcrit/Tclk final 0.963, setup TNS 0 ns, Final ANT Viol Nets 0, worst slew pin tran roughly 0.42 ns, sw frac 0.326, xor+xnor area frac 0.0258, Complex Gates by Area 0.0782, first-pass GRT wire length 7450 µm, Slowest cell on crit path clkdlybuf4s50_1, Final min period just under 9 ns, Worst slew margin 0.716, ys cells 180, Leakage 1.38 nW, Largest stage delay, worst path 0.49 ns, crit path kind in2out, Hold-fix buffers, CTS 0, Synth Instances 180, Core Area 8300 µm², Cell Area, Synth 1700 µm², final WL between 4000 and 5000 µm, CP Max Fanout 3, Psw 49.3 µW, achievable frequency 0.114 GHz, hold_ws between 4 and 5 ns, # diodes 0, most frequent cells in the layout clkdlybuf4s50_1 (97), inv_1 (64), ha_1 (47), Resized Gates After CTS 0, Top cell by count, worst path fa_1, yosys synthesis chip area 1700 µm², peak supply drop 0.0315 mV, Yosys warning total 1, DRC 0, Adders+Majority by Area 0.684, Avg Cell Area, Syn about 9.4 µm², Logic family by area adder cells, P&R area growth vs syn 65.6%, Die Y roughly 110 µm, num rows 33, antenna violations before repair 0, Vias 1417, cells along the critical path clkdlybuf4s50_1, inv_1, ha_1, and2b_2, o21bai_1, a41oi_2, a22o_2, a31o_1, fa_1, fa_1, fa_1, fa_1, fa_1, fa_1, inv_1, fa_1, xor2_1, xnor2_1, clkdlybuf4s50_1, CP top delay family adder cells, Total GRT Usage 0.0685, CLK BUF 0, setup bufs post-CTS 0, vias in the first global route 1543, Post-DP HPWL 4410 µm, clock power share 0, logic gate share of total power 1.000, Top-Level Pins 97, placed insts 382, WP buf/inv 4, vias per cell 3.71, mux frac, synth 0, Die Size 12800 µm², Synth cell types 25, Int Pwr 102 µW, status finished, final reports clean
-- stage by stage --
| step | total power, mW | area [µm²] |
|---|---|---|
| CTS | 0.157 | 2800 |
| global placement | 0.155 | 2800 |
| floorplan | 0.0382 | 1700 |
| global route | 0.173 | 2810 |
| finish | 0.152 | 2810 |
| detailed placement | 0.156 | 2800 |
-- cells in the mapped netlist (all sizes together), types with 2 or more instances --
library cell | count | share of area
inv | 64 | 0.14
ha | 48 | 0.35
fa | 28 | 0.33
nor2 | 4 | 0.0088
nor2b | 4 | 0.015
nor3 | 3 | 0.0088
nor4 | 3 | 0.011
xnor2 | 3 | 0.015
a21oi | 2 | 0.0059
a221oi | 2 | 0.010
and2b | 2 | 0.010
o21ai | 2 | 0.0059
o21bai | 2 | 0.0088
or4 | 2 | 0.0088
xor2 | 2 | 0.010
-- cells by family after synthesis --
| logic type | count (synthesis) |
|---|---|
| AOI/OAI and AO/OA | 15 |
| xor gates and xnor gates | 5 |
| adders and majority gates | 76 |
| buffers and inverters | 64 |
| and+or+nand+nor | 20 |
-- area by class of cell --
cell class	instances	area [µm²]
Fill cell	856	5490
Inverter	64	240
Tap cell	105	131
Timing Repair Buffer	97	971
Multi-Input combinational cell	116	1470
-- worst paths after layout --
path / start / to / slack (ns) / depth (start not counted)
max: b[3] / sum[31] / 0.34 / 19
min: b[31] / sum[31] / 4.59 / 3
-- routing by layer --
| metal | wire length [µm] | global-route usage | vias to the layer above |
|---|---|---|---|
| met4 | 0 | 0 | 0 |
| met2 | 1920 | 0.104 | 64 |
| met1 | 2000 | 0.0921 | 634 |
| met5 | 0 | 0 | - |
| li1 | - | - | 719 |
| met3 | 604 | 0.0337 | 0 |
-- power groups by stage --
stage / Clock (mW) / Combinational, mW / Sequential [mW]
finish: 0 / 0.152 / 0
global route: 0 / 0.173 / 0
CTS: 0 / 0.157 / 0
Power and IR drop assume default switching activity.
